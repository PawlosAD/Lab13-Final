==> flow/design.v <==
module four_bit_subtractor(
    input [3:0] A,  
    input [3:0] B,  
    output [3:0] Diff  
);
    wire [3:0] not_B;  
    wire c1, c2, c3, unused;  
    assign not_B = ~B;
    full_adder fa0(
        .A(A[0]),
        .B(not_B[0]),
        .Cin(1'b1),  
        .Sum(Diff[0]),
        .Cout(c1)
    );
    full_adder fa1(
        .A(A[1]),
        .B(not_B[1]),
        .Cin(c1),  
        .Sum(Diff[1]),
        .Cout(c2)
    );
    full_adder fa2(
        .A(A[2]),
        .B(not_B[2]),
        .Cin(c2),  
        .Sum(Diff[2]),
        .Cout(c3)
    );
    full_adder fa3(
        .A(A[3]),
        .B(not_B[3]),
        .Cin(c3),  
        .Sum(Diff[3]),
        .Cout(unused)  
    );
endmodule
module full_adder(
    input A,  
    input B,  
    input Cin,  
    output Sum,  
    output Cout  
);
    assign Sum = A ^ B ^ Cin;  
    assign Cout = (A & B) | (A & Cin) | (B & Cin);
endmodule
==> flow/run.sh <==
#!/bin/bash
# OpenROAD 26Q1-2900-gdf79404cd8, Yosys 0.63+post, stock flow scripts
make -C /OpenROAD-flow-scripts/flow DESIGN_CONFIG=/design/flow/config.mk WORK_HOME=/design/flow/orfs finish
==> flow/config.mk <==
export PLATFORM = sky130hd
export DESIGN_NAME = four_bit_subtractor
export DESIGN_NICKNAME = four_bit_subtractor
export VERILOG_FILES = /design/flow/design.v
export SDC_FILE = /design/flow/constraint.sdc
export NUM_CORES = 4
export LEC_CHECK = 1
export CORE_AREA = 10 10 70 70
export DIE_AREA = 0 0 80 80
==> flow/constraint.sdc <==
current_design four_bit_subtractor

set clk_period 2.0
set clk_io_pct 0.2

create_clock -name clk0 -period $clk_period

set non_clock_inputs [all_inputs -no_clocks]
set_input_delay [expr $clk_period * $clk_io_pct] -clock clk0 $non_clock_inputs
set_output_delay [expr $clk_period * $clk_io_pct] -clock clk0 [all_outputs]
==> results.json <==
{
  "die_w_um": 80,
  "top_area_cell": "fa_1",
  "numPortBuffers": 12,
  "drc_errors": 0,
  "hpwl_um": 427,
  "grtUsageTotal": 0.0137,
  "clkbuf_count": 0,
  "drive_gt1_frac": 0.455,
  "ys_seq_frac": 0,
  "placed_area_um2": 282,
  "fin_total_pwr_mw": 0.0534,
  "ys_warn_count": 0,
  "grt_pass1_wl_um": 676,
  "arrival_ns": 1.63,
  "syn2layout_area_growth_pct": 119,
  "fmax_ghz": 0.494,
  "die_h_um": 80,
  "final_area_um2": 283,
  "mux_share": 0,
  "synth_chip_area_um2": 129,
  "hold_path.class": "input port to primary output",
  "cp_max_fo": 1,
  "flops": 0,
  "synthCells": 14,
  "cp.required_ns": 1.60,
  "worstMarginPinSlew_ns": 0.0924,
  "placed_cells": 68,
  "gp_congestion": 0.757,
  "violations": "setup timing",
  "synth-xor-area-share": 0.184,
  "outcome": "finished with violations",
  "antenna_found_initial": 0,
  "crit_type": "input port to primary output",
  "ant_nets": 0,
  "synth-compound-area-share": 0,
  "n_antenna_cell": 0,
  "wl_um": 447,
  "pre_cts_ws_ns": -0.890,
  "grt_start_max_net_pins": 2,
  "ys_cells": 14,
  "period_needed_ns": 2.03,
  "setup_slack_ns": -0.0262,
  "area_leaders": "fa_1 (31%), buf_4 (23%), xor3_1 (18%), inv_1 (17%), ha_1 (9.7%)",
  "holdWs_ns": 1.39,
  "netlist_area_um2": 129,
  "vias": 98,
  "rsz0062_at_grt": "yes",
  "rows": 21,
  "gr-total-overflow": 0,
  "fp.coreArea_mm2": 0.00342,
  "via_per_inst": 1.44,
  "final_core_util": 0.0828,
  "synth-simple-area-share": 0,
  "most_common_cell": "inv_1",
  "ioPinCount": 12,
  "power.density_mw_per_mm2": 189,
  "wl_per_cell_um": 6.57,
  "postCtsSetupRepairBufs": 0,
  "setup_viol": 2,
  "warnings": 35,
  "drtPass1Iterations": 1,
  "start_kind": "input port",
  "synthTopLogicFamily": "adder cells",
  "common_cells": "inv_1 (6), buf_4 (4), fa_1 (2)",
  "crit_path_end_kind": "primary output",
  "regArea_um2": 0,
  "fin_cells": 68,
  "syn_avg_cell_area_um2": 9.21,
  "fp_util": 0.0377,
  "dieArea_mm2": 0.00640,
  "peakVddDrop_mv": 0.0280,
  "tns_ns": -0.0469,
  "ys_types": 5,
  "maxSlewHeadroom": 0.938,
  "hold_violations": 0,
  "first_iter_violations": 0,
  "finalMaxSlewViolations": 0,
  "first_global_vias": 113,
  "cap_viol_max_count": 0,
  "post-route-period-util": 1.01,
  "adder_share": 0.408,
  "n_fill_cell": 406,
  "p_leak_nw": 0.120,
  "yosysTopAreaCellShare": 0.311
}
[per-layer routing]
metal / share of wire / GRT usage / vias to the layer above
met2: 0.42 / 0.0225 / 8
li1: - / - / 50
met4: 0 / 0 / 0
met1: 0.33 / 0.0147 / 40
met5: 0 / 0 / -
met3: 0.25 / 0.0102 / 0
[worst paths after layout]
path / from / to / depth (start not counted)
setup / recovery: B[0] / Diff[2] / 6
hold / removal: A[1] / Diff[1] / 5
[cells by family after synthesis]
group                    after synthesis
XOR/XNOR                               1
adder cells (fa/ha/maj)                3
buffers and inverters                 10
[area by class of cell]
type | instances | area, um^2 | share of cell area
inverters | 6 | 25.0 | 0.0885
repair buffers | 12 | 106 | 0.376
well taps | 46 | 57.6 | 0.204
multi-input cells | 4 | 93.8 | 0.332
[layout by cell type (no fill, tap or decap)]
master | synthesis | layout
ha_4 | 0 | 1
fa_2 | 0 | 2
inv_1 | 6 | 4
buf_6 | 0 | 2
buf_2 | 0 | 2
inv_2 | 0 | 1
clkdlybuf4s50_1 | 0 | 5
inv_4 | 0 | 1
xor3_1 | 1 | 1
dlygate4sd2_1 | 0 | 1
clkdlybuf4s15_1 | 0 | 1
clkbuf_2 | 0 | 1
[critical path: stages]
cell and delay (ns):
buf_6 0.10, ha_4 0.15, fa_2 0.33, fa_2 0.52, inv_1 0.03, buf_2 0.10
[what timing repair did]
| action | in CTS | in global routing |
|---|---|---|
| cloned | 0 | 0 |
| pin swaps | 4 | 3 |
| setup endpoints to repair | 4 | 2 |
| hold buffers | 0 | 0 |
| resized | 25 | 2 |
[power by group]
group	total (mW)	switching, mW	internal (mW)	leakage (nW)
combinational	0.0534	0.0163	0.0370	0.120
sequential	0	0	0	0
clock	0	0	0	0
Power is estimated from default activity; no workload was simulated.
