==> flow/run.sh <==
#!/bin/bash
# OpenROAD 26Q1-2900-gdf79404cd8, Yosys 0.63+post, stock flow scripts
make -C /OpenROAD-flow-scripts/flow DESIGN_CONFIG=/design/flow/config.mk WORK_HOME=/design/flow/orfs finish
==> flow/config.mk <==
export PLATFORM = sky130hd
export DESIGN_NAME = four_bit_adder
export DESIGN_NICKNAME = four_bit_adder
export VERILOG_FILES = /design/flow/design.v
export SDC_FILE = /design/flow/constraint.sdc
export NUM_CORES = 4
export LEC_CHECK = 1
export CORE_AREA = 10 10 70 70
export DIE_AREA = 0 0 80 80
==> flow/constraint.sdc <==
current_design four_bit_adder

set clk_period 3.7
set clk_io_pct 0.2

create_clock -name clk0 -period $clk_period

set non_clock_inputs [all_inputs -no_clocks]
set_input_delay [expr $clk_period * $clk_io_pct] -clock clk0 $non_clock_inputs
set_output_delay [expr $clk_period * $clk_io_pct] -clock clk0 [all_outputs]
==> flow/design.v <==
module four_bit_adder(
    input [3:0] A,  
    input [3:0] B,  
    input Cin,  
    output [3:0] Sum,  
    output Cout  
);
    wire c1, c2, c3;  
    full_adder fa0(
        .A(A[0]),  
        .B(B[0]),  
        .Cin(Cin),  
        .Sum(Sum[0]),  
        .Cout(c1)  
    );
    full_adder fa1(
        .A(A[1]),  
        .B(B[1]),  
        .Cin(c1),  
        .Sum(Sum[1]),  
        .Cout(c2)  
    );
    full_adder fa2(
        .A(A[2]),  
        .B(B[2]),  
        .Cin(c2),  
        .Sum(Sum[2]),  
        .Cout(c3)  
    );
    full_adder fa3(
        .A(A[3]),  
        .B(B[3]),  
        .Cin(c3),  
        .Sum(Sum[3]),  
        .Cout(Cout)  
    );
endmodule
module full_adder(
    input A,  
    input B,  
    input Cin,  
    output Sum,  
    output Cout  
);
    assign Sum = A ^ B ^ Cin;  
    assign Cout = (A & B) | (A & Cin) | (B & Cin);
endmodule
==> ci_impl_report.md <==
## Implementation flow summary

| Metric | Value |
|---|---|
| Most frequent cells in the layout | `10 x sky130_fd_sc_hd__clkdlybuf4s50_1, 6 x sky130_fd_sc_hd__inv_1, 4 x sky130_fd_sc_hd__inv_2, 4 x sky130_fd_sc_hd__fa_2, 4 x sky130_fd_sc_hd__dlygate4sd2_1` |
| Post-Route Setup TNS | `0 ns` |
| Design internal power | `0.02575 mW` |
| Final core area utilization | `0.09377` |
| Layout filler cell count | `just over 400` |
| Terminating pin of the worst hold path | `Cout` |
| # Post-CTS Setup Buffers | `0` |
| Flip-flop and latch count | `0` |
| Total leakage power | `~0.14 nW` |
| Layout-stage area growth over the synthesis result | `116.9%` |
| Critical Path Sink Type | `output port` |
| Remaining antenna violation count | `0` |
| Core Area | `3416 µm²` |
| Final weighted congestion of routability-driven global placement | `around 0.76` |
| Power share of the sequential group | `0` |
| Largest driver fanout on the critical path | `1` |
| Final Hold Vio Count | `0` |
| Standard cell area after detailed placement | `roughly 320 µm²` |
| Horizontal die size | `about 80 µm` |
| Mapped Cells | `18` |
| Number of logged tool warnings | `32` |
| Met1 track demand over resource in global routing | `0.02140` |
| Worst Path Class, Setup | `input pin to output port` |
| Count of warnings emitted by yosys | `0` |
| Clk_buf instances | `0` |
| Number of top-level pins | `14` |
| Max-cap viol count | `0` |
| Area occupied by registers | `0 µm²` |
| Clk pwr share | `0` |
| Leftover overflow at the end of global routing | `0` |
| Top cell excl fill/tap | `sky130_fd_sc_hd__clkdlybuf4s50_1` |
| Cts-stage hold buffer count | `0` |
| Die Outline Area | `around 6400 µm²` |
| GR met3 Demand/Resource | `0.009091` |
| Highest Clock Rate | `around 280 MHz` |
| Count of buffers from port buffering | `14` |
| Number of antenna violations at the first check in global routing | `0` |
| Tot GR Track Use | `0.01160` |
| Max-slew headroom at the worst pin | `0.9230` |
| Worst hold start | `B[3]` |
| Avg Synthesized Cell Area | `slightly above 8 µm²` |
| Switching fraction of total power | `0.3195` |
| Final design area excluding fillers | `roughly 320 µm²` |
| PwrDens | `about 120 nW/µm²` |
| Startpoint type of the worst setup path | `input pin` |
| Global-route wire length before repair | `572 µm` |
| Post-layout minimum cycle time | `3.603 ns` |
| Ratio of final minimum period to clock period | `0.9738` |
| Via count of the first global-routing pass | `117` |
| Min-Delay Path Depth | `5` |
| Antenna cell count | `0` |
| WL final | `between 300 and 400 µm` |
| Final HPWL from detailed placement | `394.7 µm` |
| Number of iterations in the first detailed-routing pass | `1` |
| WP data arrival | `between 2 and 3 ns` |
| Count of unresolved DRC violations after routing | `0` |
| Via-to-Cell Ratio | `around 1.6` |
| Count of pins over their slew limit | `0` |
| Data required time of the critical path | `around 3.0 ns` |
| Number of cells in the yosys synthesis report | `18` |
| Grt peak-use layer | `met1` |
| Worst hold-check path type | `input pin to output port` |
| Combinational fraction of design power | `1.000` |
| Y dimension of the die | `80 µm` |
| Share of layout cells above drive strength 1 | `0.2857` |
| Detailed-route via count | `roughly 120` |
| Seq share, synth | `0` |
| Combinational gate area | `roughly 90 µm²` |
| Cell Rows | `21` |
| RSZ-0062 raised after global routing | `false` |
| Worst Max-Slew Pin Slew | `about 0.12 ns` |
| Synthesized chip area reported by yosys | `between 100 and 150 µm²` |
| Netlist cell types | `3` |
| Met2 usage | `0.008026` |
| Number of violations reported at the end of detailed-routing iteration 0 | `0` |
| Result of the run | `complete, no violations` |
| Switch Pwr | `roughly 0.012 mW` |
| Maximum number of pins on one net before global-route repair | `2` |
| Area of the mapped netlist | `147.6 µm²` |
| Number of setup violations in the final report | `0` |
| Starting density of the core | `0.04322` |
| Average wire length per cell after detail routing | `about 5.4 µm` |
| Maximum resistive drop on vdd | `slightly above 0.03 mV` |
==> cell type report <==
| class | instances | share of cell area |
|---|---|---|
| Timing Repair Buffer | 14 | 0.4219 |
| Inverter | 10 | 0.1172 |
| Tap cell | 46 | 0.1797 |
| Multi-Input combinational cell | 4 | 0.2813 |
==> power groups by stage <==
stage	clock network [mW]	logic, mW	registers (mW)
after CTS	0	0.0387	0
after global routing	0	0.0429	0
final	0	0.0378	0
==> per-layer routing <==
layer | share of wire | routed length [µm]
met1 | 0.57 | 226
met3 | 0.25 | 100
met2 | 0.18 | 72
met4 | 0 | 0
met5 | 0 | 0
==> synthesized netlist by cell type, drive strengths merged <==
library cell   n  area [µm²]
inv           10       37.54
buf            4       30.03
fa             4       80.08
==> per-stage QoR <==
| stage | cells | total power [mW] | setup WS (ns) | hold slack [ns] |
|---|---|---|---|---|
| 4_1_cts | 74 | 0.03872 | 0.02593 | 2.380 |
| 3_3_place_gp | 74 | 0.03905 | -0.2413 | 2.521 |
| 5_1_grt | 74 | 0.04290 | 0.01998 | 2.441 |
| 6_report | 74 | 0.03785 | 0.09685 | 2.373 |
| 3_5_place_dp | 74 | 0.03914 | -0.2574 | 2.525 |
| 2_1_floorplan | 18 | 0.01855 | 0.6432 | 1.697 |
==> how the worst max path moves through the flow <==
stage	slack, ns	cells after the start	endpoint	from
finish	0.1	10	Sum[3]	B[0]
CTS	0.03	10	Sum[3]	B[0]
global route	0.02	10	Sum[3]	B[0]
==> critical path, stage by stage <==
cell,delay (ns)
sky130_fd_sc_hd__clkdlybuf4s50_1,0.40
sky130_fd_sc_hd__inv_1,0.07
sky130_fd_sc_hd__fa_2,0.18
sky130_fd_sc_hd__inv_2,0.04
sky130_fd_sc_hd__fa_2,0.35
sky130_fd_sc_hd__fa_2,0.35
sky130_fd_sc_hd__inv_2,0.07
sky130_fd_sc_hd__fa_2,0.42
sky130_fd_sc_hd__inv_1,0.06
sky130_fd_sc_hd__dlygate4sd2_1,0.19
==> cell families (layout without fill, tap and decap cells) <==
logic type                 Yosys count  after routing  synth area share
buffers and inverters               14             24            0.4577
adders and majority gates            4              4            0.5424
==> what timing repair did <==
item | CTS | global route
resized | 12 | 0
pin swaps | 4 | 2
endpoints found under the setup margin | 2 | 1
Power is estimated from default activity; no workload was simulated.
